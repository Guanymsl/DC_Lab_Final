`flow/constraint.sdc`:
```
current_design VGA

set clk_period 6.8
set clk_io_pct 0.2

create_clock -name clk0 -period $clk_period [get_ports {i_clk}]

set non_clock_inputs [all_inputs -no_clocks]
set_input_delay [expr $clk_period * $clk_io_pct] -clock clk0 $non_clock_inputs
set_output_delay [expr $clk_period * $clk_io_pct] -clock clk0 [all_outputs]
```
`flow/config.mk`:
```
export PLATFORM = sky130hd
export DESIGN_NAME = VGA
export DESIGN_NICKNAME = VGA
export VERILOG_FILES = /design/flow/design.v
export SDC_FILE = /design/flow/constraint.sdc
export NUM_CORES = 4
export LEC_CHECK = 1
export CORE_UTILIZATION = 50
```
`flow/design.v`:
```
package sram_pkg;
    localparam int MAP_X = VGA_H / 2;
    localparam int MAP_Y = VGA_V / 2;
    localparam int PLAYER_X = PLAYER_SIZE / 2;
    localparam int PLAYER_Y = PLAYER_SIZE / 2;
    localparam int SQUAT_PLAYER_Y = PLAYER_SIZE * 0.15;
    localparam int BULLET_X = BULLET_SIZE / 2;
    localparam int BULLET_Y = BULLET_SIZE / 4;
    localparam int VGA_H = 1600;
    localparam int VGA_V = 900;
    localparam int VGA_FRAME_RATE = 60;
    localparam int COLOR_WIDTH = 4;
    localparam int PLAYER_SIZE = 50;
    localparam int BULLET_SIZE = 25;
    localparam int MAP_H = VGA_H;
    localparam int MAP_V = 900;
    localparam int MAP_H_WIDTH = 11;
    localparam int MAP_V_WIDTH = 10;
    localparam int START_CAPTION_H = 664;
    localparam int START_CAPTION_V = 56;
    localparam int WIN_LOSE_CAPTION_H = 200;
    localparam int WIN_LOSE_CAPTION_V = 60;
    localparam int SRAM_ADDR_COUNT = 20;
    localparam int SRAM_TOTAL_ADDR = 2**SRAM_ADDR_COUNT;  
    localparam int SRAM_DATA_WIDTH = 16;    
    localparam int PIXEL_WIDTH_WIDTH = 4;
    localparam int PIXELS_PER_ADDR = SRAM_DATA_WIDTH / PIXEL_WIDTH_WIDTH;
    localparam int MAP_PIXEL_COUNT = MAP_H * MAP_V;
    localparam int MAP_ADDR_COUNT  = MAP_PIXEL_COUNT / PIXELS_PER_ADDR;
    localparam int MAP_ADDR_START  = 20'h00000;
    localparam int MAP_ADDR_END    = MAP_ADDR_START + MAP_ADDR_COUNT - 1;
    localparam int PLAYER1_PIXEL_COUNT = PLAYER_SIZE * PLAYER_SIZE;
    localparam int PLAYER1_ADDR_COUNT  = PLAYER1_PIXEL_COUNT / PIXELS_PER_ADDR;
    localparam int PLAYER1_ADDR_START  = MAP_ADDR_END + 1;
    localparam int PLAYER1_ADDR_END    = PLAYER1_ADDR_START + PLAYER1_ADDR_COUNT - 1;
    localparam int PLAYER1_SHIELD_PIXEL_COUNT = PLAYER_SIZE * PLAYER_SIZE;
    localparam int PLAYER1_SHIELD_ADDR_COUNT  = PLAYER1_SHIELD_PIXEL_COUNT / PIXELS_PER_ADDR;
    localparam int PLAYER1_SHIELD_ADDR_START  = PLAYER1_ADDR_END + 1;
    localparam int PLAYER1_SHIELD_ADDR_END    = PLAYER1_SHIELD_ADDR_START + PLAYER1_SHIELD_ADDR_COUNT - 1;
    localparam int PLAYER1_SQUAT_PIXEL_COUNT = PLAYER_SIZE * PLAYER_SIZE;
    localparam int PLAYER1_SQUAT_ADDR_COUNT  = PLAYER1_SQUAT_PIXEL_COUNT / PIXELS_PER_ADDR;
    localparam int PLAYER1_SQUAT_ADDR_START  = PLAYER1_SHIELD_ADDR_END + 1;
    localparam int PLAYER1_SQUAT_ADDR_END    = PLAYER1_SQUAT_ADDR_START + PLAYER1_SQUAT_ADDR_COUNT - 1;
    localparam int PLAYER2_PIXEL_COUNT = PLAYER_SIZE * PLAYER_SIZE;
    localparam int PLAYER2_ADDR_COUNT  = PLAYER2_PIXEL_COUNT / PIXELS_PER_ADDR;
    localparam int PLAYER2_ADDR_START  = PLAYER1_SQUAT_ADDR_END + 1;
    localparam int PLAYER2_ADDR_END    = PLAYER2_ADDR_START + PLAYER2_ADDR_COUNT - 1;
    localparam int PLAYER2_SHIELD_PIXEL_COUNT = PLAYER_SIZE * PLAYER_SIZE;
    localparam int PLAYER2_SHIELD_ADDR_COUNT  = PLAYER2_SHIELD_PIXEL_COUNT / PIXELS_PER_ADDR;
    localparam int PLAYER2_SHIELD_ADDR_START  = PLAYER2_ADDR_END + 1;
    localparam int PLAYER2_SHIELD_ADDR_END    = PLAYER2_SHIELD_ADDR_START + PLAYER2_SHIELD_ADDR_COUNT - 1;
    localparam int PLAYER2_SQUAT_PIXEL_COUNT = PLAYER_SIZE * PLAYER_SIZE;
    localparam int PLAYER2_SQUAT_ADDR_COUNT  = PLAYER2_SQUAT_PIXEL_COUNT / PIXELS_PER_ADDR;
    localparam int PLAYER2_SQUAT_ADDR_START  = PLAYER2_SHIELD_ADDR_END + 1;
    localparam int PLAYER2_SQUAT_ADDR_END    = PLAYER2_SQUAT_ADDR_START + PLAYER2_SQUAT_ADDR_COUNT - 1;
    localparam int BULLET1_PIXEL_COUNT = BULLET_SIZE * BULLET_SIZE;
    localparam int BULLET1_ADDR_COUNT  = BULLET1_PIXEL_COUNT / PIXELS_PER_ADDR;
    localparam int BULLET1_ADDR_START  = PLAYER2_SQUAT_ADDR_END + 1;
    localparam int BULLET1_ADDR_END    = BULLET1_ADDR_START + BULLET1_ADDR_COUNT - 1;
    localparam int BULLET2_PIXEL_COUNT = BULLET_SIZE * BULLET_SIZE;
    localparam int BULLET2_ADDR_COUNT  = BULLET2_PIXEL_COUNT / PIXELS_PER_ADDR;
    localparam int BULLET2_ADDR_START  = BULLET1_ADDR_END + 1;
    localparam int BULLET2_ADDR_END    = BULLET2_ADDR_START + BULLET2_ADDR_COUNT - 1;
    localparam int WIN_CAPTION_PIXEL_COUNT = WIN_LOSE_CAPTION_H * WIN_LOSE_CAPTION_V;
    localparam int WIN_CAPTION_ADDR_COUNT  = WIN_CAPTION_PIXEL_COUNT / PIXELS_PER_ADDR;
    localparam int WIN_CAPTION_ADDR_START  = BULLET2_ADDR_END + 1;
    localparam int WIN_CAPTION_ADDR_END    = WIN_CAPTION_ADDR_START + WIN_CAPTION_ADDR_COUNT - 1;
    localparam int LOSE_CAPTION_PIXEL_COUNT = WIN_LOSE_CAPTION_H * WIN_LOSE_CAPTION_V;
    localparam int LOSE_CAPTION_ADDR_COUNT  = LOSE_CAPTION_PIXEL_COUNT / PIXELS_PER_ADDR;
    localparam int LOSE_CAPTION_ADDR_START  = WIN_CAPTION_ADDR_END + 1;
    localparam int LOSE_CAPTION_ADDR_END    = LOSE_CAPTION_ADDR_START + LOSE_CAPTION_ADDR_COUNT - 1;
    localparam int IDLE_BG_PIXEL_COUNT = VGA_H * VGA_V;
    localparam int IDLE_BG_ADDR_COUNT  = IDLE_BG_PIXEL_COUNT / PIXELS_PER_ADDR;
    localparam int IDLE_BG_ADDR_START  = LOSE_CAPTION_ADDR_END + 1;
    localparam int IDLE_BG_ADDR_END    = IDLE_BG_ADDR_START + IDLE_BG_ADDR_COUNT - 1;
    localparam int START_CAPTION_PIXEL_COUNT = START_CAPTION_H * START_CAPTION_V;
    localparam int START_CAPTION_ADDR_COUNT  = START_CAPTION_PIXEL_COUNT / PIXELS_PER_ADDR;
    localparam int START_CAPTION_ADDR_START  = IDLE_BG_ADDR_END + 1;
    localparam int START_CAPTION_ADDR_END    = START_CAPTION_ADDR_START + START_CAPTION_ADDR_COUNT - 1;
    localparam int START_BG_PIXEL_COUNT = IDLE_BG_PIXEL_COUNT;
    localparam int START_BG_ADDR_COUNT  = IDLE_BG_ADDR_COUNT;
    localparam int START_BG_ADDR_START  = IDLE_BG_ADDR_START;
    localparam int START_BG_ADDR_END    = IDLE_BG_ADDR_END;
endpackage
import sram_pkg::*;
module VGA #(
    parameter H_SIZE = 1600,  
    parameter V_SIZE = 900,  
    parameter FRAME_RATE = 60  
)(
    input i_clk,
    input i_rst_n,
    output o_H_sync, 
    output o_V_sync,
    output [23:0] o_RGB,
    output o_RGB_valid,
    output [31:0] o_frame_counter,
    input [23:0] i_color,                                    
    output [sram_pkg::MAP_H_WIDTH-1:0] o_H_to_be_rendered,   
    output [sram_pkg::MAP_V_WIDTH-1:0] o_V_to_be_rendered,   
    output o_render_clk
);
    localparam VGA_640x480_H_A = 96, VGA_640x480_H_B = 48, VGA_640x480_H_D = 16;
    localparam VGA_640x480_V_A = 2, VGA_640x480_V_B = 33, VGA_640x480_V_D = 10;
    localparam VGA_1600x900_H_A = 24, VGA_1600x900_H_B = 80, VGA_1600x900_H_D = 96;
    localparam VGA_1600x900_V_A = 1, VGA_1600x900_V_B = 3, VGA_1600x900_V_D = 96;
    localparam H_A = (H_SIZE == 640 && V_SIZE == 480 && FRAME_RATE == 60) ? VGA_640x480_H_A :
                     (H_SIZE == 1600 && V_SIZE == 900 && FRAME_RATE == 60) ? VGA_1600x900_H_A :
                     VGA_1600x900_H_A;  
    localparam H_B = (H_SIZE == 640 && V_SIZE == 480 && FRAME_RATE == 60) ? VGA_640x480_H_B :
                     (H_SIZE == 1600 && V_SIZE == 900 && FRAME_RATE == 60) ? VGA_1600x900_H_B :
                     VGA_1600x900_H_B;  
    localparam H_D = (H_SIZE == 640 && V_SIZE == 480 && FRAME_RATE == 60) ? VGA_640x480_H_D :
                     (H_SIZE == 1600 && V_SIZE == 900 && FRAME_RATE == 60) ? VGA_1600x900_H_D :
                     VGA_1600x900_H_D;  
    localparam V_A = (H_SIZE == 640 && V_SIZE == 480 && FRAME_RATE == 60) ? VGA_640x480_V_A :
                     (H_SIZE == 1600 && V_SIZE == 900 && FRAME_RATE == 60) ? VGA_1600x900_V_A :
                     VGA_1600x900_V_A;  
    localparam V_B = (H_SIZE == 640 && V_SIZE == 480 && FRAME_RATE == 60) ? VGA_640x480_V_B :
                     (H_SIZE == 1600 && V_SIZE == 900 && FRAME_RATE == 60) ? VGA_1600x900_V_B :
                     VGA_1600x900_V_B;  
    localparam V_D = (H_SIZE == 640 && V_SIZE == 480 && FRAME_RATE == 60) ? VGA_640x480_V_D :
                     (H_SIZE == 1600 && V_SIZE == 900 && FRAME_RATE == 60) ? VGA_1600x900_V_D :
                     VGA_1600x900_V_D;  
    parameter S_B = 0;  
    parameter S_C = 1;  
    parameter S_D = 2;  
    parameter S_A = 3;  
    parameter ASK_RENDER_CYLCES = 2;
    reg [23:0] RGB, RGB_nxt;
    assign o_RGB = RGB;
    reg [1:0] H_state, H_state_nxt;
    reg [sram_pkg::MAP_H_WIDTH-1:0] H_counter, H_counter_nxt;
    reg [1:0] V_state, V_state_nxt;
    reg [sram_pkg::MAP_V_WIDTH-1:0] V_counter, V_counter_nxt;
    reg V_sync, V_sync_nxt, H_sync, H_sync_nxt;
    assign o_H_sync = H_sync;
    assign o_V_sync = V_sync;
    reg RGB_valid, RGB_valid_nxt;
    assign o_RGB_valid = RGB_valid;
    reg [31:0] frame_counter, frame_counter_nxt;
    assign o_frame_counter = frame_counter;
    reg [sram_pkg::MAP_H_WIDTH-1:0] H_to_be_rendered, H_to_be_rendered_nxt;
    reg render_clk, render_clk_nxt;
    assign o_H_to_be_rendered = H_to_be_rendered;
    assign o_V_to_be_rendered = V_counter;
    assign o_render_clk = render_clk;
    always @(*) begin
        RGB_nxt = 0;
        RGB_valid_nxt = 0;
        if (H_state == S_C && V_state == S_C) begin
            RGB_valid_nxt = 1;
            RGB_nxt = i_color;
        end
    end
    always @(*) begin
        H_to_be_rendered_nxt = 0;
        if (H_to_be_rendered == H_SIZE) begin
            H_to_be_rendered_nxt = 0;
        end
        else begin
            H_to_be_rendered_nxt = H_to_be_rendered + 1;
        end
        if (H_state == S_B) begin
            if (H_counter == H_B-ASK_RENDER_CYLCES) begin
                H_to_be_rendered_nxt = 1;
            end
        end
    end
    always @(*) begin
        render_clk_nxt = render_clk;
        if (H_state == S_B && V_state == S_C) begin
            if (H_counter == H_B-ASK_RENDER_CYLCES && V_counter == 1) begin
                render_clk_nxt = 1;
            end
        end
        if (H_to_be_rendered == H_SIZE && V_counter == V_SIZE) begin
            render_clk_nxt = 0;
        end
    end
    always @(*) begin
        H_state_nxt = H_state;
        H_counter_nxt = H_counter + 1;
        H_sync_nxt = !(H_state == S_A);
        case (H_state)
            S_B: begin 
                if (H_counter == H_B) begin
                    H_state_nxt = S_C;
                    H_counter_nxt = 1;
                end
            end
            S_C: begin 
                if (H_counter == H_SIZE) begin
                    H_state_nxt = S_D;
                    H_counter_nxt = 1;
                end
            end
            S_D: begin 
                if (H_counter == H_D) begin
                    H_state_nxt = S_A;
                    H_counter_nxt = 1;
                end
            end
            S_A: begin 
                if (H_counter == H_A) begin
                    H_state_nxt = S_B;
                    H_counter_nxt = 1;
                end
            end
        endcase
    end
    always @(*) begin
        V_state_nxt = V_state;
        V_counter_nxt = V_counter;
        V_sync_nxt = !(V_state == S_A);
        if (H_state == S_A && H_counter == H_A) begin
            V_counter_nxt = V_counter + 1;
            case (V_state)
                S_B: begin 
                    if (V_counter == V_B) begin
                        V_state_nxt = S_C;
                        V_counter_nxt = 1;
                    end
                end
                S_C: begin 
                    if (V_counter == V_SIZE) begin
                        V_state_nxt = S_D;
                        V_counter_nxt = 1;
                    end
                end
                S_D: begin 
                    if (V_counter == V_D) begin
                        V_state_nxt = S_A;
                        V_counter_nxt = 1;
                    end
                end
                S_A: begin 
                    if (V_counter == V_A) begin
                        V_state_nxt = S_B;
                        V_counter_nxt = 1;
                    end
                end
            endcase
        end
    end
    always @(*) begin
        frame_counter_nxt = frame_counter;
        if((H_state == S_A) && (V_state == S_A)) begin
            if((H_counter == H_A) && (V_counter == V_A)) frame_counter_nxt = frame_counter + 1;
        end
    end
    always_ff @(posedge i_clk or negedge i_rst_n) begin 
        if (!i_rst_n) begin
            H_state <= S_D;
            H_counter <= 1;
            H_sync <= 1;
            V_state <= S_D;
            V_counter <= 1;
            V_sync <= 1;
            RGB <= 0;
            RGB_valid <= 0;
            frame_counter <= 0;
            H_to_be_rendered <= 0;
            render_clk <= 0;
        end
        else begin
            H_state <= H_state_nxt;
            H_counter <= H_counter_nxt;
            H_sync <= H_sync_nxt;
            V_state <= V_state_nxt;
            V_counter <= V_counter_nxt;
            V_sync <= V_sync_nxt;
            RGB <= RGB_nxt;
            RGB_valid <= RGB_valid_nxt;
            frame_counter <= frame_counter_nxt;
            H_to_be_rendered <= H_to_be_rendered_nxt;
            render_clk <= render_clk_nxt;
        end
    end
endmodule
```
`flow/run.sh`:
```
#!/bin/bash
# OpenROAD 26Q1-2900-gdf79404cd8, Yosys 0.63+post, stock flow scripts
make -C /OpenROAD-flow-scripts/flow DESIGN_CONFIG=/design/flow/config.mk WORK_HOME=/design/flow/orfs finish
```
==> summary.txt <==
impl run done, here's what came out: result of the run completed, proportion of layout cells with a drive suffix above 1 0.07194, top area cells in the synthesized netlist sky130_fd_sc_hd__dfrtp_1, sky130_fd_sc_hd__xor2_1, sky130_fd_sc_hd__and3_1, Pwr Density 165.2 nW/µm², ratio of final minimum period to clock period 0.4225, WHS Endpoint frame_counter[31], cell-by-cell listing of the critical path inv_1 -> ha_1 -> nor4bb_1 -> nand4_1 -> nor3_1 -> nand4_1 -> xnor2_1, yosys stat chip area around 4700 µm², TritonCTS sink count 100, largest clock skew in the final design 0.01016 ns, count of port buffers added during placement 106, final weighted congestion in routability-driven placement 0.9041, Worst path slowest cell sky130_fd_sc_hd__nand4_1, fill count 687, Logic cell area 2031 µm², CP endpoint kind flop, register area share after synthesis 0.5348, clock tree from TritonCTS done, leakage dissipation 2.670 nW, grt ovf 0, prevailing post-synth register cell sky130_fd_sc_hd__dfrtp_1, largest net degree at the start of global routing 56, vias after detailed routing 3634, total antenna diodes in the routed design 0, hold path cells 1, design internal power 788.4 µW, Worst R2R End frame_counter[25], Pre-Repair DR Iteration Count 5, cell area after synthesis 4693 µm², Top cells excl fill/tap sky130_fd_sc_hd__clkdlybuf4s50_1, sky130_fd_sc_hd__dfrtp_1, sky130_fd_sc_hd__nor2_1, sky130_fd_sc_hd__nand2_1, sky130_fd_sc_hd__and3_1, final core utilization 0.6766, Core Density at Floorplan 0.5279, number of endpoints failing setup at the final stage 0, number of global-route vias before repair 3479, startpoint of the lowest-slack register-to-register path H_counter[1], number of rows in the core area 34, wire length of the first global-routing pass 16.91 mm, clock transition at the registers of the reported paths ~0.09 ns, count of tool warnings 31, Die Span X 98.89 µm, setup repair after global routing missed its margin false, core outline area 8891 µm², full die area between 9000 and 10000 µm², Worst EP arrival roughly 3.1 ns, cell depth of the worst setup path 7, switching power just over 200 µW, count of flip-flops with a built-in enable after synthesis 0, initial detailed-routing violation count 127, top-level I/O count 107, Syn Inst Count roughly 450, DP Cell Count 648, count of distinct cell types in the synthesized netlist 51, setup TNS 0 ns, flip-flop and latch count after synthesis around 100, dominant logic cell type in the layout sky130_fd_sc_hd__clkdlybuf4s50_1, wirelength, routed 9.888 mm, Synth warnings 2, top cell type's share of synthesized area 0.5012, WP data required 7.04 ns, P&R area growth vs syn 28.18%, setup slack, reg-to-reg 3.93 ns, post-cts sizing count 0, worst-path fanout max 16, number of buffers inserted to repair setup after CTS 0, Longest Clk Path Bufs 2, clock latency on the worst-skew pair 0.35 ns, library cell with the largest summed area after synthesis sky130_fd_sc_hd__dfrtp_1, CP delay by family, top simple AND/OR/NAND/NOR gates, critical path startpoint category flop, number of max-capacitance violations reported 0, worst-case reg-to-reg path depth 7, slew at the pin with the worst max-slew slack 0.8244 ns, Gate power share 0.025, final slew viol count 0, Net Sw Frac 0.2065, post-layout min period between 2 and 3 ns, worst setup path class flop to flop, crit-path max cell delay 0.65 ns, combined flip-flop and latch cell area 2510 µm², sum of buffers and inverters on the critical path 1, peak supply drop 0.1227 mV, H-tree lvl count 3, maximum clock frequency 0.3480 GHz, total clock buffers created by CTS 9, Root Buffer sky130_fd_sc_hd__clkbuf_8, Routed Antenna Nets 0, Total GRT Usage 0.2235, type of the most critical hold path flop to flop, count of unresolved DRC violations after routing 0, HPWL after detailed placement 7.050 mm, yosys stat cell total approximately 450, fraction of registers with async set or reset after synthesis 1.000, vertical die size around 99 µm, fraction of power consumed by the clock network 0.376, sequential cell fraction of total power 0.598, initial antenna violation count 0, Worst slew margin 0.4444, Avg Synthesized Cell Area 10.48 µm², per-cell routed wire length 14.89 µm, min-delay src frame_counter[31], Worst path most repeated cell sky130_fd_sc_hd__nand4_1, number of standard cells in the layout, taps in and fillers out 664, number of buffers added to fix hold violations after cts 0, Final Hold Vio Count 0, Vias per Instance 5.473
## worst max path at each step
stage	from	to	slack, ns
4_1_cts	H_counter[1]	frame_counter[25]	3.94
5_1_grt	H_counter[1]	frame_counter[25]	3.68
6_report	H_counter[1]	frame_counter[25]	3.93
## state kept, by name, indices dropped and copies added, names as in the netlist
name / flops
frame_counter: 32
RGB: 24
H_sync: 1
H_counter: 11
H_to_be_rendered: 11
RGB_valid: 1
V_counter: 10
H_state: 4
V_state: 4
V_sync: 1
render_clk: 1
## power by group through the flow
stage         Clock [mW]  Combinational (mW)  Sequential (mW)
CTS                0.390              0.0264            0.594
finish             0.374              0.0253            0.594
global route       0.409              0.0289            0.594
## cell type report
class | instances | share of cell area
Multi-Input combinational cell | 312 | 0.3376
Timing Repair Buffer | 107 | 0.1772
Sequential cell | 100 | 0.4172
Tap cell | 108 | 0.02246
Clock buffer | 13 | 0.02475
Inverter | 21 | 0.01310
Clock inverter | 3 | 0.007696
## stage by stage
stage / worst slack (ns) / cell area [µm²] / power [mW] / hold slack [ns]
4_1_cts: 3.943 / 6016 / 1.010 / 0.4783
5_1_grt: 3.678 / 6016 / 1.032 / 0.5060
3_5_place_dp: 3.958 / 5821 / 0.6322 / 0.4630
3_3_place_gp: 4.068 / 5821 / 0.6318 / 0.4594
2_1_floorplan: 4.495 / 4693 / 0.6061 / 0.4204
6_report: 3.927 / 6016 / 0.9936 / 0.4747
## metal layers
layer  wire length, µm  track usage  up-vias
li1                  -            -     1775
met1              4720       0.3650     1766
met2              4637       0.3491       88
met3               455      0.03896        5
met4                75      0.01378        0
met5                 0            0        -
## synth_stat cells, types with 5 or more instances
cell / instances
sky130_fd_sc_hd__a21oi_1: 7
sky130_fd_sc_hd__and3_1: 31
sky130_fd_sc_hd__clkbuf_1: 11
sky130_fd_sc_hd__dfrtp_1: 94
sky130_fd_sc_hd__dfstp_2: 6
sky130_fd_sc_hd__ha_1: 9
sky130_fd_sc_hd__inv_1: 21
sky130_fd_sc_hd__nand2_1: 37
sky130_fd_sc_hd__nand2b_1: 5
sky130_fd_sc_hd__nand3_1: 25
sky130_fd_sc_hd__nand4_1: 23
sky130_fd_sc_hd__nor2_1: 39
sky130_fd_sc_hd__nor3_1: 17
sky130_fd_sc_hd__nor4_1: 7
sky130_fd_sc_hd__o21ai_0: 13
sky130_fd_sc_hd__or3_1: 5
sky130_fd_sc_hd__xnor2_1: 20
sky130_fd_sc_hd__xor2_1: 26
## cells by family after synthesis
group	synth area share
AND-OR/OR-AND	0.05252
XOR/XNOR	0.08931
adder cells (fa/ha/maj)	0.02399
buffers and inverters	0.03253
flip-flops	0.5348
multiplexers	0.004532
AND/OR/NAND/NOR	0.2623
Power is estimated from default activity; no workload was simulated.
