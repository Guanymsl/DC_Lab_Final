==> /design/flow/design.v <==
package sram_pkg;
    localparam int MAP_X = VGA_H / 2;
    localparam int MAP_Y = VGA_V / 2;
    localparam int PLAYER_X = PLAYER_SIZE / 2;
    localparam int PLAYER_Y = PLAYER_SIZE / 2;
    localparam int SQUAT_PLAYER_Y = PLAYER_SIZE * 0.15;
    localparam int BULLET_X = BULLET_SIZE / 2;
    localparam int BULLET_Y = BULLET_SIZE / 4;
    localparam int VGA_H = 1600;
    localparam int VGA_V = 900;
    localparam int VGA_FRAME_RATE = 60;
    localparam int COLOR_WIDTH = 4;
    localparam int PLAYER_SIZE = 50;
    localparam int BULLET_SIZE = 25;
    localparam int MAP_H = VGA_H;
    localparam int MAP_V = 900;
    localparam int MAP_H_WIDTH = 11;
    localparam int MAP_V_WIDTH = 10;
    localparam int START_CAPTION_H = 664;
    localparam int START_CAPTION_V = 56;
    localparam int WIN_LOSE_CAPTION_H = 200;
    localparam int WIN_LOSE_CAPTION_V = 60;
    localparam int SRAM_ADDR_COUNT = 20;
    localparam int SRAM_TOTAL_ADDR = 2**SRAM_ADDR_COUNT;  
    localparam int SRAM_DATA_WIDTH = 16;    
    localparam int PIXEL_WIDTH_WIDTH = 4;
    localparam int PIXELS_PER_ADDR = SRAM_DATA_WIDTH / PIXEL_WIDTH_WIDTH;
    localparam int MAP_PIXEL_COUNT = MAP_H * MAP_V;
    localparam int MAP_ADDR_COUNT  = MAP_PIXEL_COUNT / PIXELS_PER_ADDR;
    localparam int MAP_ADDR_START  = 20'h00000;
    localparam int MAP_ADDR_END    = MAP_ADDR_START + MAP_ADDR_COUNT - 1;
    localparam int PLAYER1_PIXEL_COUNT = PLAYER_SIZE * PLAYER_SIZE;
    localparam int PLAYER1_ADDR_COUNT  = PLAYER1_PIXEL_COUNT / PIXELS_PER_ADDR;
    localparam int PLAYER1_ADDR_START  = MAP_ADDR_END + 1;
    localparam int PLAYER1_ADDR_END    = PLAYER1_ADDR_START + PLAYER1_ADDR_COUNT - 1;
    localparam int PLAYER1_SHIELD_PIXEL_COUNT = PLAYER_SIZE * PLAYER_SIZE;
    localparam int PLAYER1_SHIELD_ADDR_COUNT  = PLAYER1_SHIELD_PIXEL_COUNT / PIXELS_PER_ADDR;
    localparam int PLAYER1_SHIELD_ADDR_START  = PLAYER1_ADDR_END + 1;
    localparam int PLAYER1_SHIELD_ADDR_END    = PLAYER1_SHIELD_ADDR_START + PLAYER1_SHIELD_ADDR_COUNT - 1;
    localparam int PLAYER1_SQUAT_PIXEL_COUNT = PLAYER_SIZE * PLAYER_SIZE;
    localparam int PLAYER1_SQUAT_ADDR_COUNT  = PLAYER1_SQUAT_PIXEL_COUNT / PIXELS_PER_ADDR;
    localparam int PLAYER1_SQUAT_ADDR_START  = PLAYER1_SHIELD_ADDR_END + 1;
    localparam int PLAYER1_SQUAT_ADDR_END    = PLAYER1_SQUAT_ADDR_START + PLAYER1_SQUAT_ADDR_COUNT - 1;
    localparam int PLAYER2_PIXEL_COUNT = PLAYER_SIZE * PLAYER_SIZE;
    localparam int PLAYER2_ADDR_COUNT  = PLAYER2_PIXEL_COUNT / PIXELS_PER_ADDR;
    localparam int PLAYER2_ADDR_START  = PLAYER1_SQUAT_ADDR_END + 1;
    localparam int PLAYER2_ADDR_END    = PLAYER2_ADDR_START + PLAYER2_ADDR_COUNT - 1;
    localparam int PLAYER2_SHIELD_PIXEL_COUNT = PLAYER_SIZE * PLAYER_SIZE;
    localparam int PLAYER2_SHIELD_ADDR_COUNT  = PLAYER2_SHIELD_PIXEL_COUNT / PIXELS_PER_ADDR;
    localparam int PLAYER2_SHIELD_ADDR_START  = PLAYER2_ADDR_END + 1;
    localparam int PLAYER2_SHIELD_ADDR_END    = PLAYER2_SHIELD_ADDR_START + PLAYER2_SHIELD_ADDR_COUNT - 1;
    localparam int PLAYER2_SQUAT_PIXEL_COUNT = PLAYER_SIZE * PLAYER_SIZE;
    localparam int PLAYER2_SQUAT_ADDR_COUNT  = PLAYER2_SQUAT_PIXEL_COUNT / PIXELS_PER_ADDR;
    localparam int PLAYER2_SQUAT_ADDR_START  = PLAYER2_SHIELD_ADDR_END + 1;
    localparam int PLAYER2_SQUAT_ADDR_END    = PLAYER2_SQUAT_ADDR_START + PLAYER2_SQUAT_ADDR_COUNT - 1;
    localparam int BULLET1_PIXEL_COUNT = BULLET_SIZE * BULLET_SIZE;
    localparam int BULLET1_ADDR_COUNT  = BULLET1_PIXEL_COUNT / PIXELS_PER_ADDR;
    localparam int BULLET1_ADDR_START  = PLAYER2_SQUAT_ADDR_END + 1;
    localparam int BULLET1_ADDR_END    = BULLET1_ADDR_START + BULLET1_ADDR_COUNT - 1;
    localparam int BULLET2_PIXEL_COUNT = BULLET_SIZE * BULLET_SIZE;
    localparam int BULLET2_ADDR_COUNT  = BULLET2_PIXEL_COUNT / PIXELS_PER_ADDR;
    localparam int BULLET2_ADDR_START  = BULLET1_ADDR_END + 1;
    localparam int BULLET2_ADDR_END    = BULLET2_ADDR_START + BULLET2_ADDR_COUNT - 1;
    localparam int WIN_CAPTION_PIXEL_COUNT = WIN_LOSE_CAPTION_H * WIN_LOSE_CAPTION_V;
    localparam int WIN_CAPTION_ADDR_COUNT  = WIN_CAPTION_PIXEL_COUNT / PIXELS_PER_ADDR;
    localparam int WIN_CAPTION_ADDR_START  = BULLET2_ADDR_END + 1;
    localparam int WIN_CAPTION_ADDR_END    = WIN_CAPTION_ADDR_START + WIN_CAPTION_ADDR_COUNT - 1;
    localparam int LOSE_CAPTION_PIXEL_COUNT = WIN_LOSE_CAPTION_H * WIN_LOSE_CAPTION_V;
    localparam int LOSE_CAPTION_ADDR_COUNT  = LOSE_CAPTION_PIXEL_COUNT / PIXELS_PER_ADDR;
    localparam int LOSE_CAPTION_ADDR_START  = WIN_CAPTION_ADDR_END + 1;
    localparam int LOSE_CAPTION_ADDR_END    = LOSE_CAPTION_ADDR_START + LOSE_CAPTION_ADDR_COUNT - 1;
    localparam int IDLE_BG_PIXEL_COUNT = VGA_H * VGA_V;
    localparam int IDLE_BG_ADDR_COUNT  = IDLE_BG_PIXEL_COUNT / PIXELS_PER_ADDR;
    localparam int IDLE_BG_ADDR_START  = LOSE_CAPTION_ADDR_END + 1;
    localparam int IDLE_BG_ADDR_END    = IDLE_BG_ADDR_START + IDLE_BG_ADDR_COUNT - 1;
    localparam int START_CAPTION_PIXEL_COUNT = START_CAPTION_H * START_CAPTION_V;
    localparam int START_CAPTION_ADDR_COUNT  = START_CAPTION_PIXEL_COUNT / PIXELS_PER_ADDR;
    localparam int START_CAPTION_ADDR_START  = IDLE_BG_ADDR_END + 1;
    localparam int START_CAPTION_ADDR_END    = START_CAPTION_ADDR_START + START_CAPTION_ADDR_COUNT - 1;
    localparam int START_BG_PIXEL_COUNT = IDLE_BG_PIXEL_COUNT;
    localparam int START_BG_ADDR_COUNT  = IDLE_BG_ADDR_COUNT;
    localparam int START_BG_ADDR_START  = IDLE_BG_ADDR_START;
    localparam int START_BG_ADDR_END    = IDLE_BG_ADDR_END;
endpackage
module rx #(
    parameter integer PULSES_BIT = 29
)(
    clk,
    rst_n,
    data_Rx,
    data_out,
    valid
);
    input  logic       clk;
    input  logic       rst_n;
    input  logic       data_Rx;
    output logic [7:0] data_out;
    output logic       valid;
    logic sig_C_Rx, sig_Rx;
    always_ff @(posedge clk or negedge rst_n) begin
        if (!rst_n) begin
            sig_C_Rx <= 1'b1;
            sig_Rx   <= 1'b1;
        end else begin
            sig_C_Rx <= data_Rx;
            sig_Rx   <= sig_C_Rx;
        end
    end
    localparam IDLE   = 3'd0;
    localparam START  = 3'd1;
    localparam RCV    = 3'd2;
    localparam STOP   = 3'd3;
    logic [ 2:0] state_r, state_w;
    logic [15:0] cnt_r, cnt_w;
    logic [ 2:0] bit_cnt_r, bit_cnt_w;
    logic [7 :0] data_rcv_r, data_rcv_w;
    logic        data_fin_r, data_fin_w;
    always_comb begin
        state_w    = state_r;
        cnt_w      = cnt_r;
        bit_cnt_w  = bit_cnt_r;
        data_rcv_w = data_rcv_r;
        data_fin_w = 1'b0;
        case (state_r)
            IDLE: begin
                cnt_w     = 0;
                bit_cnt_w = 0;
                if (sig_Rx == 1'b0)
                    state_w = START;
            end
            START: begin
                if (cnt_r < (PULSES_BIT/2 - 1)) begin
                    cnt_w = cnt_r + 1;
                end else begin
                    cnt_w = 0;
                    if (sig_Rx == 1'b0) begin
                        state_w = RCV;
                    end else begin
                        state_w = IDLE;
                    end
                end
            end
            RCV: begin
                if (cnt_r < (PULSES_BIT - 1)) begin
                    cnt_w = cnt_r + 1;
                end else begin
                    cnt_w = 0;
                    data_rcv_w[7 - bit_cnt_r] = sig_Rx;
                    if (bit_cnt_r < 7) begin
                        bit_cnt_w = bit_cnt_r + 1;
                    end else begin
                        bit_cnt_w = 0;
                        state_w   = STOP;
                    end
                end
            end
            STOP: begin
                if (cnt_r < PULSES_BIT - 1) begin
                    cnt_w = cnt_r + 1;
                end else begin
                    cnt_w   = 0;
                    data_fin_w = 1'b1;
                    state_w = IDLE;
                end
            end
        endcase
    end
    always_ff @(posedge clk or negedge rst_n) begin
        if (!rst_n) begin
            state_r     <= IDLE;
            cnt_r       <= 0;
            bit_cnt_r   <= 0;
            data_rcv_r  <= 8'h00;
            data_fin_r  <= 1'b0;
            data_out    <= 8'h00;
            valid       <= 1'b0;
        end else begin
            state_r     <= state_w;
            cnt_r       <= cnt_w;
            bit_cnt_r   <= bit_cnt_w;
            data_rcv_r  <= data_rcv_w;
            data_fin_r  <= data_fin_w;
            if (data_fin_w) begin
                data_out <= data_rcv_w;
                valid    <= 1'b1;
            end else begin
                valid    <= 1'b0;
            end
        end
    end
endmodule
==> /design/flow/run.sh <==
#!/bin/bash
# OpenROAD 26Q1-2900-gdf79404cd8, Yosys 0.63+post, stock flow scripts
make -C /OpenROAD-flow-scripts/flow DESIGN_CONFIG=/design/flow/config.mk WORK_HOME=/design/flow/orfs finish
==> /design/flow/config.mk <==
export PLATFORM = sky130hd
export DESIGN_NAME = rx
export DESIGN_NICKNAME = rx
export VERILOG_FILES = /design/flow/design.v
export SDC_FILE = /design/flow/constraint.sdc
export NUM_CORES = 4
export LEC_CHECK = 1
export CORE_UTILIZATION = 30
==> /design/flow/constraint.sdc <==
current_design rx

set clk_period 3.6
set clk_io_pct 0.2

create_clock -name clk0 -period $clk_period [get_ports {clk}]

set non_clock_inputs [all_inputs -no_clocks]
set_input_delay [expr $clk_period * $clk_io_pct] -clock clk0 $non_clock_inputs
set_output_delay [expr $clk_period * $clk_io_pct] -clock clk0 [all_outputs]
==> notes.md <==
Status on the layout run. The flow ran to the end, and the final reports show no timing, DRC or antenna violations. TritonCTS built the clock tree. Worst-case setup slack after placement landed at 1.33 ns. Gates resized during post-CTS repair numbered 0. Via count of the first global-routing pass landed at 1367.

The finished layout holds 283 standard cells, fillers aside. Buffers inserted to repair hold after CTS numbered 0. Power dissipated by switching net loads landed at 167 uW. Average cell area after synthesis landed at 10.3 sq um. Number of H-tree levels landed at 2. Total leakage power landed at 1.01 nW. Residual overflow from global routing landed at 0. Counting cells, the worst reg-to-reg path comes to 4.

On the critical path the data arrives at 2.47 ns. Per Yosys stat, the portion of area used by sequential elements is 53.3%. Clock latency on the worst-skew pair landed at 0.29 ns. TritonRoute reported its final design rule violation total as 0. The initial antenna violation count came to 0. Number of clock sinks landed at 42. The final timing report lists a max-slew violation count of 0. Worst hold slack across all endpoints landed at 0.358 ns.

Number of DRC markers after the initial detailed-route iteration landed at 119. The root buffer cell chosen for the clock tree is clkbuf_8. Net switching share of the total power landed at 21.0%. The tightest min-delay check is of the flop to flop type.

Per the placement report, the placed cell count is 275. The synth_stat.txt file lists the number of cells as 192. In the final layout, the share of cells above drive strength 1 is 10.7%. Input and output buffers added on the ports amount to 11. Yosys stat chip area landed at 1980 sq um. Endpoints failing hold in the final report were tallied at 0. In this run, synthesis inferred 0 flip-flops with an integrated enable. Clock skew on the completed layout was measured at 0.00352 ns. Per the detail_route report, vias per standard cell equal 5.01. Number of library cell types mapped by synthesis landed at 42.

Clock period minus worst slack landed at 2.28 ns. In the floorplan report the effective utilization is 31.2%. Looking at the cell usage after synthesis, the top flip-flop cell is dfrtp_1. Registers are responsible for 59.5% of the overall power.

The HPWL after detailed placement is 2450 um. Final period utilization landed at 63.4%. The region available for standard cell placement spans 6350 sq um. Overall via count from detail_route landed at 1417. Antenna diode instance count landed at 0. First-pass GRT wire length landed at 6350 um.

Summing every instance area after synthesis gives 1980 sq um. Required time of the critical path landed at 3.78 ns. Measured slew at the worst slew-check pin landed at 0.829 ns. Total clock buffers created by CTS landed at 5.

The initialized floorplan defines 29 standard-cell rows. Area growth from synthesis to layout landed at 14.2%. The cell count after synthesis came out at 192. The synthesis stat section lists a flop and latch total of 42.

Setup repair after global routing left no endpoint under its margin. Nets still carrying antenna violations after routing amount to 0. Maximum number of pins on one net before global-route repair landed at 43.

STA classifies the critical path startpoint as a flop. In this run the horizontal extent of the chip is 83.3 um. Fill cell instance count of the final layout landed at 602.

Setup TNS after final layout landed at 0 ns. Number of iterations in the first detailed-routing pass landed at 4. Relative slew slack landed at 44.3%.

Hold path depth landed at 0. The placement summary gives the final routability congestion estimate as 0.883. In the setup report, the worst path falls into the class flop to flop. Number of placed I/O pins landed at 12.

Number of maximum-capacitance violations landed at 0. Total chip power landed at 798 uW. For this run, the total global-route usage over all layers was measured as 11.2%.

Clock transition time at the flip-flop clock pins of the worst setup and hold paths landed at 0.08 ns. In the synthesized netlist the async set-or-reset flop fraction comes to 100%. Along the worst path, the maximum fanout reaches 16.

Internal power of the cells landed at 630 uW. The Yosys step of the flow raised 2 warnings. Per the summary, power density relative to cell area is 353 nW/um^2. In this build the clock could be raised as far as 438 MHz. The number of setup buffers added after CTS is 0. Number of setup violations in the final report landed at 0. The flow reports that combinational logic draws 1.7% of the design power. The clock passes through at most 2 buffers. The die is 83.3 um tall. Clock network fraction of total power landed at 38.8%. TritonRoute output was used to compute an average wire per cell of 12.6 um. Peak supply drop landed at 0.151 mV. Minimum setup slack in the final design landed at 1.32 ns. The chip occupies 6930 sq um. STA classifies the critical path endpoint as a flop.

The stage logs contain a warning count of 27. The routed design has 3570 um of wire.
## worst max-delay path: stages, from the launching register on
cell and delay [ns]:
dfrtp_1 0.38, or4_4 0.58, nor4_4 0.78, nor2_1 0.13
mux2_2 0.30
## cell usage in the layout (no fill, tap or decap), types with 5 or more instances in the layout
cell             count
nand3_1             12
nand2_1             24
and2_1              11
ha_1                 6
a2bb2oi_1            5
o21ai_0             26
clkbuf_8             6
inv_1               10
dfrtp_1             39
clkdlybuf4s50_1     10
## logic make-up after synthesis
group / share of synthesized area, %
AND/OR/NAND/NOR: 21.5
XOR/XNOR: 0.442
adder cells (fa/ha/maj): 3.79
multiplexers: 2.15
buffers and inverters: 3.66
flip-flops: 53.3
AND-OR/OR-AND: 15.2
## sequential cells by signal (all words and copies together), names as in the netlist
signal and flops:
cnt_r 16, state_r 4, bit_cnt_r 3, valid 1, data_rcv_r 8, data_out 8, sig_Rx 1, sig_C_Rx 1
## metrics by stage
| stage | area (sq um) | util (%) |
|---|---|---|
| 2_1_floorplan | 1980 | - |
| 3_3_place_gp | 2170 | 34.1 |
| 3_5_place_dp | 2170 | 34.1 |
| 4_1_cts | 2260 | 35.6 |
| 5_1_grt | 2260 | 35.6 |
| 6_report | 2260 | 35.6 |
## cell type report
type	count	area, sq um	share of cell area (%)
inverters	11	41.3	1.83
multi-input cells	132	853	37.7
well taps	77	96.3	4.26
repair buffers	13	120	5.31
clock inverters	2	12.5	0.553
clock buffers	6	82.6	3.65
flip-flops and latches	42	1050	46.7
## synth_stat cells (all sizes together) (4+ instances only)
cell type	n	share of area, %
o21ai	26	6.6
and2	11	3.5
ha	6	3.8
nor2	4	0.76
nand2	24	4.5
nand4	4	1.3
clkbuf	4	0.82
nand3	12	3.0
inv	11	2.1
and3b	4	1.8
a2bb2oi	5	2.2
dfrtp	39	49
## worst paths after layout
path                                 from       endpoint  slack (ns)
worst max-delay path            cnt_r[15]  data_rcv_r[0]        1.32
worst min-delay path             sig_C_Rx         sig_Rx        0.36
worst max register to register  cnt_r[15]  data_rcv_r[0]        1.32
worst min register to register   sig_C_Rx         sig_Rx        0.36
max in group asynchronous           rst_n         sig_Rx        2.74
min in group asynchronous           rst_n       cnt_r[6]        0.48
## power groups by stage
stage / Clock, mW / Sequential (mW) / Combinational (mW)
after CTS: 0.325 / 0.474 / 0.0144
after global routing: 0.344 / 0.475 / 0.0158
final: 0.310 / 0.474 / 0.0135
## layer usage
metal	vias up	track usage, %	share of wire [%]
li1	709	-	-
met1	677	18.3	52
met2	26	16.8	43
met3	5	1.61	3.0
met4	0	1.57	1.8
met5	-	0	0
Power and IR drop assume default switching activity.
