<file path="design/flow/config.mk">
export PLATFORM = sky130hd
export DESIGN_NAME = Debounce
export DESIGN_NICKNAME = Debounce
export VERILOG_FILES = /design/flow/design.v
export SDC_FILE = /design/flow/constraint.sdc
export NUM_CORES = 4
export LEC_CHECK = 1
export CORE_AREA = 10 10 70 70
export DIE_AREA = 0 0 80 80
</file>
<file path="design/flow/constraint.sdc">
current_design Debounce

set clk_period 1.8
set clk_io_pct 0.2

create_clock -name clk0 -period $clk_period [get_ports {i_clk}]

set non_clock_inputs [all_inputs -no_clocks]
set_input_delay [expr $clk_period * $clk_io_pct] -clock clk0 $non_clock_inputs
set_output_delay [expr $clk_period * $clk_io_pct] -clock clk0 [all_outputs]
</file>
<file path="design/flow/design.v">
package sram_pkg;
    localparam int MAP_X = VGA_H / 2;
    localparam int MAP_Y = VGA_V / 2;
    localparam int PLAYER_X = PLAYER_SIZE / 2;
    localparam int PLAYER_Y = PLAYER_SIZE / 2;
    localparam int SQUAT_PLAYER_Y = PLAYER_SIZE * 0.15;
    localparam int BULLET_X = BULLET_SIZE / 2;
    localparam int BULLET_Y = BULLET_SIZE / 4;
    localparam int VGA_H = 1600;
    localparam int VGA_V = 900;
    localparam int VGA_FRAME_RATE = 60;
    localparam int COLOR_WIDTH = 4;
    localparam int PLAYER_SIZE = 50;
    localparam int BULLET_SIZE = 25;
    localparam int MAP_H = VGA_H;
    localparam int MAP_V = 900;
    localparam int MAP_H_WIDTH = 11;
    localparam int MAP_V_WIDTH = 10;
    localparam int START_CAPTION_H = 664;
    localparam int START_CAPTION_V = 56;
    localparam int WIN_LOSE_CAPTION_H = 200;
    localparam int WIN_LOSE_CAPTION_V = 60;
    localparam int SRAM_ADDR_COUNT = 20;
    localparam int SRAM_TOTAL_ADDR = 2**SRAM_ADDR_COUNT;  
    localparam int SRAM_DATA_WIDTH = 16;    
    localparam int PIXEL_WIDTH_WIDTH = 4;
    localparam int PIXELS_PER_ADDR = SRAM_DATA_WIDTH / PIXEL_WIDTH_WIDTH;
    localparam int MAP_PIXEL_COUNT = MAP_H * MAP_V;
    localparam int MAP_ADDR_COUNT  = MAP_PIXEL_COUNT / PIXELS_PER_ADDR;
    localparam int MAP_ADDR_START  = 20'h00000;
    localparam int MAP_ADDR_END    = MAP_ADDR_START + MAP_ADDR_COUNT - 1;
    localparam int PLAYER1_PIXEL_COUNT = PLAYER_SIZE * PLAYER_SIZE;
    localparam int PLAYER1_ADDR_COUNT  = PLAYER1_PIXEL_COUNT / PIXELS_PER_ADDR;
    localparam int PLAYER1_ADDR_START  = MAP_ADDR_END + 1;
    localparam int PLAYER1_ADDR_END    = PLAYER1_ADDR_START + PLAYER1_ADDR_COUNT - 1;
    localparam int PLAYER1_SHIELD_PIXEL_COUNT = PLAYER_SIZE * PLAYER_SIZE;
    localparam int PLAYER1_SHIELD_ADDR_COUNT  = PLAYER1_SHIELD_PIXEL_COUNT / PIXELS_PER_ADDR;
    localparam int PLAYER1_SHIELD_ADDR_START  = PLAYER1_ADDR_END + 1;
    localparam int PLAYER1_SHIELD_ADDR_END    = PLAYER1_SHIELD_ADDR_START + PLAYER1_SHIELD_ADDR_COUNT - 1;
    localparam int PLAYER1_SQUAT_PIXEL_COUNT = PLAYER_SIZE * PLAYER_SIZE;
    localparam int PLAYER1_SQUAT_ADDR_COUNT  = PLAYER1_SQUAT_PIXEL_COUNT / PIXELS_PER_ADDR;
    localparam int PLAYER1_SQUAT_ADDR_START  = PLAYER1_SHIELD_ADDR_END + 1;
    localparam int PLAYER1_SQUAT_ADDR_END    = PLAYER1_SQUAT_ADDR_START + PLAYER1_SQUAT_ADDR_COUNT - 1;
    localparam int PLAYER2_PIXEL_COUNT = PLAYER_SIZE * PLAYER_SIZE;
    localparam int PLAYER2_ADDR_COUNT  = PLAYER2_PIXEL_COUNT / PIXELS_PER_ADDR;
    localparam int PLAYER2_ADDR_START  = PLAYER1_SQUAT_ADDR_END + 1;
    localparam int PLAYER2_ADDR_END    = PLAYER2_ADDR_START + PLAYER2_ADDR_COUNT - 1;
    localparam int PLAYER2_SHIELD_PIXEL_COUNT = PLAYER_SIZE * PLAYER_SIZE;
    localparam int PLAYER2_SHIELD_ADDR_COUNT  = PLAYER2_SHIELD_PIXEL_COUNT / PIXELS_PER_ADDR;
    localparam int PLAYER2_SHIELD_ADDR_START  = PLAYER2_ADDR_END + 1;
    localparam int PLAYER2_SHIELD_ADDR_END    = PLAYER2_SHIELD_ADDR_START + PLAYER2_SHIELD_ADDR_COUNT - 1;
    localparam int PLAYER2_SQUAT_PIXEL_COUNT = PLAYER_SIZE * PLAYER_SIZE;
    localparam int PLAYER2_SQUAT_ADDR_COUNT  = PLAYER2_SQUAT_PIXEL_COUNT / PIXELS_PER_ADDR;
    localparam int PLAYER2_SQUAT_ADDR_START  = PLAYER2_SHIELD_ADDR_END + 1;
    localparam int PLAYER2_SQUAT_ADDR_END    = PLAYER2_SQUAT_ADDR_START + PLAYER2_SQUAT_ADDR_COUNT - 1;
    localparam int BULLET1_PIXEL_COUNT = BULLET_SIZE * BULLET_SIZE;
    localparam int BULLET1_ADDR_COUNT  = BULLET1_PIXEL_COUNT / PIXELS_PER_ADDR;
    localparam int BULLET1_ADDR_START  = PLAYER2_SQUAT_ADDR_END + 1;
    localparam int BULLET1_ADDR_END    = BULLET1_ADDR_START + BULLET1_ADDR_COUNT - 1;
    localparam int BULLET2_PIXEL_COUNT = BULLET_SIZE * BULLET_SIZE;
    localparam int BULLET2_ADDR_COUNT  = BULLET2_PIXEL_COUNT / PIXELS_PER_ADDR;
    localparam int BULLET2_ADDR_START  = BULLET1_ADDR_END + 1;
    localparam int BULLET2_ADDR_END    = BULLET2_ADDR_START + BULLET2_ADDR_COUNT - 1;
    localparam int WIN_CAPTION_PIXEL_COUNT = WIN_LOSE_CAPTION_H * WIN_LOSE_CAPTION_V;
    localparam int WIN_CAPTION_ADDR_COUNT  = WIN_CAPTION_PIXEL_COUNT / PIXELS_PER_ADDR;
    localparam int WIN_CAPTION_ADDR_START  = BULLET2_ADDR_END + 1;
    localparam int WIN_CAPTION_ADDR_END    = WIN_CAPTION_ADDR_START + WIN_CAPTION_ADDR_COUNT - 1;
    localparam int LOSE_CAPTION_PIXEL_COUNT = WIN_LOSE_CAPTION_H * WIN_LOSE_CAPTION_V;
    localparam int LOSE_CAPTION_ADDR_COUNT  = LOSE_CAPTION_PIXEL_COUNT / PIXELS_PER_ADDR;
    localparam int LOSE_CAPTION_ADDR_START  = WIN_CAPTION_ADDR_END + 1;
    localparam int LOSE_CAPTION_ADDR_END    = LOSE_CAPTION_ADDR_START + LOSE_CAPTION_ADDR_COUNT - 1;
    localparam int IDLE_BG_PIXEL_COUNT = VGA_H * VGA_V;
    localparam int IDLE_BG_ADDR_COUNT  = IDLE_BG_PIXEL_COUNT / PIXELS_PER_ADDR;
    localparam int IDLE_BG_ADDR_START  = LOSE_CAPTION_ADDR_END + 1;
    localparam int IDLE_BG_ADDR_END    = IDLE_BG_ADDR_START + IDLE_BG_ADDR_COUNT - 1;
    localparam int START_CAPTION_PIXEL_COUNT = START_CAPTION_H * START_CAPTION_V;
    localparam int START_CAPTION_ADDR_COUNT  = START_CAPTION_PIXEL_COUNT / PIXELS_PER_ADDR;
    localparam int START_CAPTION_ADDR_START  = IDLE_BG_ADDR_END + 1;
    localparam int START_CAPTION_ADDR_END    = START_CAPTION_ADDR_START + START_CAPTION_ADDR_COUNT - 1;
    localparam int START_BG_PIXEL_COUNT = IDLE_BG_PIXEL_COUNT;
    localparam int START_BG_ADDR_COUNT  = IDLE_BG_ADDR_COUNT;
    localparam int START_BG_ADDR_START  = IDLE_BG_ADDR_START;
    localparam int START_BG_ADDR_END    = IDLE_BG_ADDR_END;
endpackage
module Debounce (
	input  i_in,
	input  i_clk,
	input  i_rst_n,
	output o_debounced,
	output o_neg,
	output o_pos
);
parameter CNT_N = 7;
localparam CNT_BIT = $clog2(CNT_N+1);
logic o_debounced_r, o_debounced_w;
logic [CNT_BIT-1:0] counter_r, counter_w;
logic neg_r, neg_w, pos_r, pos_w;
assign o_debounced = o_debounced_r;
assign o_pos = pos_r;
assign o_neg = neg_r;
always_comb begin
	if (i_in != o_debounced_r) begin
		counter_w = counter_r - 1;
	end else begin
		counter_w = CNT_N;
	end
	if (counter_r == 0) begin
		o_debounced_w = ~o_debounced_r;
	end else begin
		o_debounced_w = o_debounced_r;
	end
	pos_w = ~o_debounced_r &  o_debounced_w;  
	neg_w =  o_debounced_r & ~o_debounced_w;  
end
always_ff @(posedge i_clk or negedge i_rst_n) begin
	if (!i_rst_n) begin
		o_debounced_r <= '0;
		counter_r <= '0;
		neg_r <= '0;
		pos_r <= '0;
	end else begin
		o_debounced_r <= o_debounced_w;
		counter_r <= counter_w;
		neg_r <= neg_w;
		pos_r <= pos_w;
	end
end
endmodule
</file>
<file path="design/flow/run.sh">
#!/bin/bash
# OpenROAD 26Q1-2900-gdf79404cd8, Yosys 0.63+post, stock flow scripts
make -C /OpenROAD-flow-scripts/flow DESIGN_CONFIG=/design/flow/config.mk WORK_HOME=/design/flow/orfs finish
</file>
==> impl_results.rst <==
Physical design figures
=======================

.. list-table::
   :header-rows: 1

   * - Metric
     - Value
   * - Global-route wire length before repair
     - 717 µm
   * - Reg2reg setup slack
     - around 0.67 ns
   * - List of cells traversed by the critical path
     - clkdlybuf4s50_1
   * - Critical path start-end classification
     - flop to output port
   * - Achievable frequency
     - 668 MHz
   * - Final-report max-slew violation count
     - 0
   * - Maximum root-to-sink buffer count
     - 2
   * - Port Buf Inserts
     - 5
   * - Initial antenna violation count
     - 0
   * - Flip-flop cell with the highest count after synthesis
     - dfrtp_1
   * - Family of cells with the greatest summed delay on the critical path
     - buffers and inverters
   * - Vias per inst
     - 2.12
   * - Post-CTS Hold Fix Bufs
     - 0
   * - Time the final worst path needs with I/O delays and setup
     - 1.50 ns
   * - Largest area contributor in the synthesized netlist
     - dfrtp_1
   * - Synth top cell by count
     - dfrtp_1
   * - Static Leak
     - 0.180 nW
   * - Detailed Route Iter0 Violations
     - 6
   * - Share of the synthesized area in the top cell type
     - between 60% and 70%
   * - Total design power
     - approximately 0.42 mW
   * - Pin count of the biggest net entering global routing
     - 7
   * - Worst hold slack across all endpoints
     - 0.353 ns
   * - Number of standard-cell rows in the floorplan
     - 21
   * - Count of final setup violators
     - 0
   * - Worst R2R End
     - o_debounced_r
   * - Remaining antenna violation count after routing
     - 0
   * - Maximum level of the CTS H-tree
     - 1
   * - Count of flip-flops with a built-in enable after synthesis
     - 0
   * - Clock Sinks
     - 6
   * - Setup Fix Bufs, Post-CTS
     - 0
   * - Inserted Clock Buffers
     - 3
   * - Sum of negative setup slack
     - 0 ns
   * - Final Hold Fails
     - 0
   * - Area reported by Yosys stat
     - 250 µm²
   * - Post-synthesis sequential area ratio
     - between 60% and 70%
   * - Per-cell routed wire length
     - 5.38 µm
   * - Worst IR Drop VDD
     - 0.232 mV
   * - Area delta synth->final
     - 52.0%
   * - Synthesized flop and latch total
     - 6
   * - Post-route clock period utilization
     - roughly 83%
   * - RSZ-0062 raised after global routing
     - false
   * - Die Height
     - 80 µm
   * - Overall track demand over capacity in global routing
     - 1.44%
   * - Post-synth cell types
     - 7
   * - Worst-path cell with the longest stage delay
     - clkdlybuf4s50_1
   * - Number of max-capacitance violations reported
     - 0
   * - Worst Path Buf+Inv
     - 1
   * - Number of antenna diodes
     - 0
   * - Slowest stage delay, CP
     - 0.49 ns
   * - Layout cell share with drive strength beyond 1
     - 10.7%
   * - Worst skew pair latency
     - 0.24 ns
   * - Core ar.
     - approximately 3400 µm²
   * - Die span in x
     - 80 µm
   * - Detailed-route wire length
     - 398 µm
   * - Clock Pin Slew Worst Setup and Hold Paths
     - about 0.04 ns
   * - Most frequent cells after synthesis
     - dfrtp_1 (6), ha_1 (4), inv_1 (4)
   * - Average instance area after synthesis
     - 12.5 µm²
   * - Cells in synth_stat.txt
     - 20
   * - Number of fill cells in the layout
     - 396
   * - Number of DRC violations after detailed routing
     - 0
   * - Total via count after detailed routing
     - 157
   * - Post-synthesis cell count
     - 20
   * - Element type at the critical path start
     - flop
   * - Post-cts sizing count
     - 0
   * - Required time of the critical path
     - 1.44 ns
   * - Kind of path behind the tightest hold check
     - input pin to asynchronous set/reset pin
   * - Source of the worst register-to-register timing path
     - counter_r[0]
   * - Async S/R FF share, synth
     - ~100%
   * - Tool warnings
     - 27
   * - Via count of the first global-routing pass
     - 157
   * - CTS tree
     - yes
   * - Clock root cell
     - clkbuf_4
   * - Type of element capturing the critical path
     - output port
   * - Status
     - finished, final reports clean
   * - Largest cells by area
     - dfrtp_1 (60%), ha_1 (20%), inv_1 (6.0%), nand2_1 (4.5%), xnor2_1 (3.5%)
   * - Final weighted congestion of routability-driven global placement
     - between 0.6 and 0.7
   * - Crit path DAT
     - 1.14 ns
   * - Power Density
     - around 1100 nW/µm²
   * - Number of cells on the worst reg-to-reg path
     - 5
   * - Summed instance area of the synthesized netlist
     - 250 µm²
   * - Initial Util
     - 7.33%
   * - Warnings from Yosys
     - 2
   * - Crit-path max FO
     - 4
   * - Post-DP HPWL
     - 330 µm
   * - Chip Footprint
     - between 6000 and 7000 µm²
   * - Num ports
     - 6
   * - Worst-margin pin slew
     - 0.263 ns
   * - Detailed-router iteration count before antenna repair
     - 3
   * - Setup clock skew after layout
     - 0.00241 ns
   * - Gr ovfl total
     - 0
   * - Headroom to the max-slew limit
     - just over 80%
[power by group]
| part | leakage, nW | internal [mW] | switching, mW |
|---|---|---|---|
| registers | 0.0711 | 0.171 | 0.0242 |
| clock network | 0.0138 | 0.0752 | 0.0452 |
| logic | 0.0947 | 0.0539 | 0.0494 |
| total | 0.180 | 0.300 | 0.119 |
[worst max path at each step]
stage	from	to	slack, ns	cells past startpoint
after global routing	o_debounced_r	o_debounced	0.24	1
final	o_debounced_r	o_debounced	0.30	1
after CTS	o_debounced_r	o_debounced	0.28	1
[per-stage QoR]
step	cells	setup WS (ns)	instance area, µm²	util [%]
2_1_floorplan	20	0.723	250	-
3_3_place_gp	71	0.536	358	10.5
3_5_place_dp	71	0.502	358	10.5
4_1_cts	74	0.281	380	11.1
5_1_grt	74	0.241	380	11.1
6_report	74	0.304	380	11.1
[layout make-up]
class | count | area, µm² | area share (%)
Multi-Input combinational cell | 10 | 85.1 | 22.4
Tap cell | 46 | 57.6 | 15.1
Inverter | 4 | 15.0 | 3.95
Sequential cell | 6 | 150 | 39.5
Timing Repair Buffer | 5 | 50.0 | 13.2
Clock buffer | 3 | 22.5 | 5.92
[cell usage in the layout (no fill, tap or decap)]
master           n
clkbuf_4         3
clkdlybuf4s50_1  5
dfrtp_1          6
ha_1             4
inv_1            4
nand2_1          3
nor2b_1          1
xnor2_1          1
xor2_1           1
[registers in the layout, indices dropped and copies added (netlist names)]
name and count:
neg_r 1, counter_r 3, pos_r 1, o_debounced_r 1
[kinds of logic (layout without fill, tap and decap cells)]
group,Yosys count,after routing,synth area share (%)
flip-flops,6,6,60.0
adder cells (fa/ha/maj),4,4,20.0
AND/OR/NAND/NOR,4,4,7.00
buffers and inverters,4,12,6.00
XOR/XNOR,2,2,7.00
[metal layers]
layer / part of all wire (%) / track usage, %
met5: 0 / 0
met4: 0 / 0.352
met3: 13 / 1.48
met2: 50 / 1.85
met1: 37 / 1.61
Power figures rest on the tool's default switching activity, not on a simulated workload.
