--- /design/flow/config.mk ---
export PLATFORM = sky130hd
export DESIGN_NAME = SevenHexDecoder
export DESIGN_NICKNAME = SevenHexDecoder
export VERILOG_FILES = /design/flow/design.v
export SDC_FILE = /design/flow/constraint.sdc
export NUM_CORES = 4
export LEC_CHECK = 1
export CORE_AREA = 10 10 70 70
export DIE_AREA = 0 0 80 80
--- /design/flow/constraint.sdc ---
current_design SevenHexDecoder

set clk_period 2.0
set clk_io_pct 0.2

create_clock -name clk0 -period $clk_period

set non_clock_inputs [all_inputs -no_clocks]
set_input_delay [expr $clk_period * $clk_io_pct] -clock clk0 $non_clock_inputs
set_output_delay [expr $clk_period * $clk_io_pct] -clock clk0 [all_outputs]
--- /design/flow/design.v ---
package sram_pkg;
    localparam int MAP_X = VGA_H / 2;
    localparam int MAP_Y = VGA_V / 2;
    localparam int PLAYER_X = PLAYER_SIZE / 2;
    localparam int PLAYER_Y = PLAYER_SIZE / 2;
    localparam int SQUAT_PLAYER_Y = PLAYER_SIZE * 0.15;
    localparam int BULLET_X = BULLET_SIZE / 2;
    localparam int BULLET_Y = BULLET_SIZE / 4;
    localparam int VGA_H = 1600;
    localparam int VGA_V = 900;
    localparam int VGA_FRAME_RATE = 60;
    localparam int COLOR_WIDTH = 4;
    localparam int PLAYER_SIZE = 50;
    localparam int BULLET_SIZE = 25;
    localparam int MAP_H = VGA_H;
    localparam int MAP_V = 900;
    localparam int MAP_H_WIDTH = 11;
    localparam int MAP_V_WIDTH = 10;
    localparam int START_CAPTION_H = 664;
    localparam int START_CAPTION_V = 56;
    localparam int WIN_LOSE_CAPTION_H = 200;
    localparam int WIN_LOSE_CAPTION_V = 60;
    localparam int SRAM_ADDR_COUNT = 20;
    localparam int SRAM_TOTAL_ADDR = 2**SRAM_ADDR_COUNT;  
    localparam int SRAM_DATA_WIDTH = 16;    
    localparam int PIXEL_WIDTH_WIDTH = 4;
    localparam int PIXELS_PER_ADDR = SRAM_DATA_WIDTH / PIXEL_WIDTH_WIDTH;
    localparam int MAP_PIXEL_COUNT = MAP_H * MAP_V;
    localparam int MAP_ADDR_COUNT  = MAP_PIXEL_COUNT / PIXELS_PER_ADDR;
    localparam int MAP_ADDR_START  = 20'h00000;
    localparam int MAP_ADDR_END    = MAP_ADDR_START + MAP_ADDR_COUNT - 1;
    localparam int PLAYER1_PIXEL_COUNT = PLAYER_SIZE * PLAYER_SIZE;
    localparam int PLAYER1_ADDR_COUNT  = PLAYER1_PIXEL_COUNT / PIXELS_PER_ADDR;
    localparam int PLAYER1_ADDR_START  = MAP_ADDR_END + 1;
    localparam int PLAYER1_ADDR_END    = PLAYER1_ADDR_START + PLAYER1_ADDR_COUNT - 1;
    localparam int PLAYER1_SHIELD_PIXEL_COUNT = PLAYER_SIZE * PLAYER_SIZE;
    localparam int PLAYER1_SHIELD_ADDR_COUNT  = PLAYER1_SHIELD_PIXEL_COUNT / PIXELS_PER_ADDR;
    localparam int PLAYER1_SHIELD_ADDR_START  = PLAYER1_ADDR_END + 1;
    localparam int PLAYER1_SHIELD_ADDR_END    = PLAYER1_SHIELD_ADDR_START + PLAYER1_SHIELD_ADDR_COUNT - 1;
    localparam int PLAYER1_SQUAT_PIXEL_COUNT = PLAYER_SIZE * PLAYER_SIZE;
    localparam int PLAYER1_SQUAT_ADDR_COUNT  = PLAYER1_SQUAT_PIXEL_COUNT / PIXELS_PER_ADDR;
    localparam int PLAYER1_SQUAT_ADDR_START  = PLAYER1_SHIELD_ADDR_END + 1;
    localparam int PLAYER1_SQUAT_ADDR_END    = PLAYER1_SQUAT_ADDR_START + PLAYER1_SQUAT_ADDR_COUNT - 1;
    localparam int PLAYER2_PIXEL_COUNT = PLAYER_SIZE * PLAYER_SIZE;
    localparam int PLAYER2_ADDR_COUNT  = PLAYER2_PIXEL_COUNT / PIXELS_PER_ADDR;
    localparam int PLAYER2_ADDR_START  = PLAYER1_SQUAT_ADDR_END + 1;
    localparam int PLAYER2_ADDR_END    = PLAYER2_ADDR_START + PLAYER2_ADDR_COUNT - 1;
    localparam int PLAYER2_SHIELD_PIXEL_COUNT = PLAYER_SIZE * PLAYER_SIZE;
    localparam int PLAYER2_SHIELD_ADDR_COUNT  = PLAYER2_SHIELD_PIXEL_COUNT / PIXELS_PER_ADDR;
    localparam int PLAYER2_SHIELD_ADDR_START  = PLAYER2_ADDR_END + 1;
    localparam int PLAYER2_SHIELD_ADDR_END    = PLAYER2_SHIELD_ADDR_START + PLAYER2_SHIELD_ADDR_COUNT - 1;
    localparam int PLAYER2_SQUAT_PIXEL_COUNT = PLAYER_SIZE * PLAYER_SIZE;
    localparam int PLAYER2_SQUAT_ADDR_COUNT  = PLAYER2_SQUAT_PIXEL_COUNT / PIXELS_PER_ADDR;
    localparam int PLAYER2_SQUAT_ADDR_START  = PLAYER2_SHIELD_ADDR_END + 1;
    localparam int PLAYER2_SQUAT_ADDR_END    = PLAYER2_SQUAT_ADDR_START + PLAYER2_SQUAT_ADDR_COUNT - 1;
    localparam int BULLET1_PIXEL_COUNT = BULLET_SIZE * BULLET_SIZE;
    localparam int BULLET1_ADDR_COUNT  = BULLET1_PIXEL_COUNT / PIXELS_PER_ADDR;
    localparam int BULLET1_ADDR_START  = PLAYER2_SQUAT_ADDR_END + 1;
    localparam int BULLET1_ADDR_END    = BULLET1_ADDR_START + BULLET1_ADDR_COUNT - 1;
    localparam int BULLET2_PIXEL_COUNT = BULLET_SIZE * BULLET_SIZE;
    localparam int BULLET2_ADDR_COUNT  = BULLET2_PIXEL_COUNT / PIXELS_PER_ADDR;
    localparam int BULLET2_ADDR_START  = BULLET1_ADDR_END + 1;
    localparam int BULLET2_ADDR_END    = BULLET2_ADDR_START + BULLET2_ADDR_COUNT - 1;
    localparam int WIN_CAPTION_PIXEL_COUNT = WIN_LOSE_CAPTION_H * WIN_LOSE_CAPTION_V;
    localparam int WIN_CAPTION_ADDR_COUNT  = WIN_CAPTION_PIXEL_COUNT / PIXELS_PER_ADDR;
    localparam int WIN_CAPTION_ADDR_START  = BULLET2_ADDR_END + 1;
    localparam int WIN_CAPTION_ADDR_END    = WIN_CAPTION_ADDR_START + WIN_CAPTION_ADDR_COUNT - 1;
    localparam int LOSE_CAPTION_PIXEL_COUNT = WIN_LOSE_CAPTION_H * WIN_LOSE_CAPTION_V;
    localparam int LOSE_CAPTION_ADDR_COUNT  = LOSE_CAPTION_PIXEL_COUNT / PIXELS_PER_ADDR;
    localparam int LOSE_CAPTION_ADDR_START  = WIN_CAPTION_ADDR_END + 1;
    localparam int LOSE_CAPTION_ADDR_END    = LOSE_CAPTION_ADDR_START + LOSE_CAPTION_ADDR_COUNT - 1;
    localparam int IDLE_BG_PIXEL_COUNT = VGA_H * VGA_V;
    localparam int IDLE_BG_ADDR_COUNT  = IDLE_BG_PIXEL_COUNT / PIXELS_PER_ADDR;
    localparam int IDLE_BG_ADDR_START  = LOSE_CAPTION_ADDR_END + 1;
    localparam int IDLE_BG_ADDR_END    = IDLE_BG_ADDR_START + IDLE_BG_ADDR_COUNT - 1;
    localparam int START_CAPTION_PIXEL_COUNT = START_CAPTION_H * START_CAPTION_V;
    localparam int START_CAPTION_ADDR_COUNT  = START_CAPTION_PIXEL_COUNT / PIXELS_PER_ADDR;
    localparam int START_CAPTION_ADDR_START  = IDLE_BG_ADDR_END + 1;
    localparam int START_CAPTION_ADDR_END    = START_CAPTION_ADDR_START + START_CAPTION_ADDR_COUNT - 1;
    localparam int START_BG_PIXEL_COUNT = IDLE_BG_PIXEL_COUNT;
    localparam int START_BG_ADDR_COUNT  = IDLE_BG_ADDR_COUNT;
    localparam int START_BG_ADDR_START  = IDLE_BG_ADDR_START;
    localparam int START_BG_ADDR_END    = IDLE_BG_ADDR_END;
endpackage
module SevenHexDecoder (
	input        [5:0] i_hex,
	output logic [6:0] o_seven_ten,
	output logic [6:0] o_seven_one
);
parameter D0 = 7'b1000000;
parameter D1 = 7'b1111001;
parameter D2 = 7'b0100100;
parameter D3 = 7'b0110000;
parameter D4 = 7'b0011001;
parameter D5 = 7'b0010010;
parameter D6 = 7'b0000010;
parameter D7 = 7'b1011000;
parameter D8 = 7'b0000000;
parameter D9 = 7'b0010000;
always_comb begin
	case(i_hex)
		6'd0: begin o_seven_ten = D0; o_seven_one = D0; end
		6'd1: begin o_seven_ten = D0; o_seven_one = D1; end
		6'd2: begin o_seven_ten = D0; o_seven_one = D2; end
		6'd3: begin o_seven_ten = D0; o_seven_one = D3; end
		6'd4: begin o_seven_ten = D0; o_seven_one = D4; end
		6'd5: begin o_seven_ten = D0; o_seven_one = D5; end
		6'd6: begin o_seven_ten = D0; o_seven_one = D6; end
		6'd7: begin o_seven_ten = D0; o_seven_one = D7; end
		6'd8: begin o_seven_ten = D0; o_seven_one = D8; end
		6'd9: begin o_seven_ten = D0; o_seven_one = D9; end
		6'd10: begin o_seven_ten = D1; o_seven_one = D0; end
		6'd11: begin o_seven_ten = D1; o_seven_one = D1; end
		6'd12: begin o_seven_ten = D1; o_seven_one = D2; end
		6'd13: begin o_seven_ten = D1; o_seven_one = D3; end
		6'd14: begin o_seven_ten = D1; o_seven_one = D4; end
		6'd15: begin o_seven_ten = D1; o_seven_one = D5; end
		6'd16: begin o_seven_ten = D1; o_seven_one = D6; end
		6'd17: begin o_seven_ten = D1; o_seven_one = D7; end
		6'd18: begin o_seven_ten = D1; o_seven_one = D8; end
		6'd19: begin o_seven_ten = D1; o_seven_one = D9; end
		6'd20: begin o_seven_ten = D2; o_seven_one = D0; end
		6'd21: begin o_seven_ten = D2; o_seven_one = D1; end
		6'd22: begin o_seven_ten = D2; o_seven_one = D2; end
		6'd23: begin o_seven_ten = D2; o_seven_one = D3; end
		6'd24: begin o_seven_ten = D2; o_seven_one = D4; end
		6'd25: begin o_seven_ten = D2; o_seven_one = D5; end
		6'd26: begin o_seven_ten = D2; o_seven_one = D6; end
		6'd27: begin o_seven_ten = D2; o_seven_one = D7; end
		6'd28: begin o_seven_ten = D2; o_seven_one = D8; end
		6'd29: begin o_seven_ten = D2; o_seven_one = D9; end
		6'd30: begin o_seven_ten = D3; o_seven_one = D0; end
		6'd31: begin o_seven_ten = D3; o_seven_one = D1; end
		6'd32: begin o_seven_ten = D3; o_seven_one = D2; end
		default: begin o_seven_ten = D3; o_seven_one = D2; end
	endcase
end
endmodule
--- /design/flow/run.sh ---
#!/bin/bash
# OpenROAD 26Q1-2900-gdf79404cd8, Yosys 0.63+post, stock flow scripts
make -C /OpenROAD-flow-scripts/flow DESIGN_CONFIG=/design/flow/config.mk WORK_HOME=/design/flow/orfs finish
==> flow_metrics.tcl <==
# collected from the flow reports
set metrics [dict create \
    crit_path_end_kind "output pin" \
    fmax_mhz 511 \
    yosysWarnings 2 \
    setup_viol 0 \
    routed_wl_microns 2130 \
    first_iter_violations 36 \
    rsz0062_at_grt "false" \
    place_inst 159 \
    worstPathArrival_ns 1.56 \
    top_area_cell "ha_1" \
    seq_area_sq_um 0 \
    maxCapViolCount 0 \
    synth_top_area_share_pct 15.1 \
    stdcell_area_sq_um 1150 \
    drive_gt1_share_pct 51.6 \
    hold_viol_final 0 \
    antenna_found_initial 0 \
    layout.cells.non_filler 168 \
    grt_pass1_vias 712 \
    core_area_sq_um 3420 \
    aoi_share_pct 34.3 \
    grt_remaining_overflow 0 \
    netlist_instances 79 \
    slew_viol_final 0 \
    dp_hpwl_microns 1450 \
    syn_area_sq_um 579 \
    die_w_microns 80 \
    area_growth_pct 99.1 \
    worstSetupStartpoint "i_hex[3]" \
    clkbuf_count 0 \
    min_path_type "in -> out" \
    required_ns 1.60 \
    drt_first_pass_iters 4 \
    ys_sh_xor_pct 1.51 \
    ys_sh_mux_pct 6.91 \
    ys_cells 79 \
    initial_core_util_pct 17.0 \
    ios 20 \
    ys_sh_simple_pct 26.1 \
    routedWlPerCell_microns 12.7 \
    seq_cell_count 0 \
    endpoint "o_seven_ten[2]" \
    logic_family "AND-OR/OR-AND gates" \
    cp-start-kind "input port" \
    mi_logic_area_sq_um 611 \
    yosys_area_sq_um 579 \
    warning_count 38 \
    p_leak_nw 0.507 \
    fin_crit_ns 1.96 \
    power_density_nw_per_um2 198 \
    crit_fanout 6 \
    most-common-layout-cells "buf_4 (29), buf_6 (6), nand2_1 (5), dlygate4sd2_1 (5)" \
    area_leaders "ha_1 (15%), mux2i_1 (6.9%), buf_4 (6.5%), a2111oi_2 (5.2%), nor2_1 (4.5%)" \
    ys_types 40 \
    ys_seq_share_pct 0 \
    layout_top_cell "buf_4" \
    yosys.area_share.adder_pct 15.1 \
    status "finished clean" \
    grt_usage_pct 6.26 \
    die_area_sq_um 6400 \
    dpl_cell_area_sq_um 953 \
    num_rows 21 \
    pre_cts_ws_ns -0.828 \
    vias_per_cell 4.43 \
    antenna_cells 0 \
    grt_max_degree 13 \
    critPathKind "in -> out" \
    utilization_pct 33.8 \
    die_y_microns 80 \
    gp_congestion 0.826 \
    grt_pass1_wl_microns 3420 \
    setup_slack_ns 0.0427 \
    drc_errors 0 \
    portBuffers 19 \
    syn_area_per_cell_sq_um 7.33 \
    irDropWorstVdd_mv 0.0778 \
    num_vias 745 \
    fin_crit_sh_pct 97.9 \
    ant_nets 0 \
    fill_cells 350 \
]
what timing repair did:
| item | CTS | global route |
|---|---|---|
| gates resized | 66 | 15 |
| cloned | 2 | 0 |
| pin swaps | 9 | 4 |
| hold buffers | 0 | 0 |
| setup endpoints to repair | 13 | 8 |
| buffers inserted | 8 | 0 |
report_power, final:
group / internal, W / switching, W
clock network: 0 / 0
registers: 0 / 0
logic: 0.000134 / 0.0000949
metal layers:
layer  wire length [microns]  part of all wire [%]  GRT usage [%]  vias up
li1                        -                     -              -      372
met1                     970                    46           8.45      357
met2                    1110                    52           11.3       16
met3                      55                   2.6          0.227        0
met4                       0                     0              0        0
met5                       0                     0              0        -
synthesized netlist by cell type (all sizes together) (2+ instances only):
library cell	count
a21boi	2
inv	4
o21ai	3
nand3b	2
nor3b	2
and2	2
nand2	5
a2111oi	2
buf	9
a21oi	4
mux2i	4
nand2b	2
nor2	7
a211oi	3
ha	7
cells by family after synthesis:
logic type      Yosys count
simple gates             27
compound gates           25
buf+inv                  14
fa+ha+maj                 7
mux                       4
xor+xnor                  1
other cells               1
per-stage QoR:
stage               hold WS (ns)  TNS (ns)  total power (W)
floorplan                  0.898         0        0.0000886
global placement            1.93     -7.98         0.000184
detailed placement          1.94     -8.00         0.000187
CTS                         1.30         0         0.000222
global route                1.32         0         0.000249
finish                      1.29         0         0.000229
worst min-delay path by stage:
stage | end | cells after the start | startpoint
global route | o_seven_one[3] | 4 | i_hex[3]
finish | o_seven_one[3] | 4 | i_hex[3]
CTS | o_seven_one[4] | 3 | i_hex[5]
cell type report:
class              instances  share of cell area [%]
multi-input cells         65                    52.9
repair buffers            53                    40.3
well taps                 46                    4.99
inverters                  4                    1.74
worst max-delay path, cell delays in order:
cell	delay, ns
buf_4	0.15
buf_4	0.14
o21a_1	0.18
and3_4	0.17
buf_4	0.12
clkdlybuf4s50_1	0.40
Power figures rest on the tool's default switching activity, not on a simulated workload.
